$ cat ./config.mk
export PLATFORM = sky130hd
export DESIGN_NAME = SubtractionResult
export DESIGN_NICKNAME = SubtractionResult
export VERILOG_FILES = /design/flow/design.v
export SDC_FILE = /design/flow/constraint.sdc
export NUM_CORES = 4
export LEC_CHECK = 1
export CORE_AREA = 10 10 70 70
export DIE_AREA = 0 0 80 80
export SYNTH_HDL_FRONTEND = slang
$ cat ./constraint.sdc
current_design SubtractionResult

set clk_period 4.7
set clk_io_pct 0.2

create_clock -name clk0 -period $clk_period

set non_clock_inputs [all_inputs -no_clocks]
set_input_delay [expr $clk_period * $clk_io_pct] -clock clk0 $non_clock_inputs
set_output_delay [expr $clk_period * $clk_io_pct] -clock clk0 [all_outputs]
$ cat ./design.v
module MUX21(A, B, S, Out);
output Out;
input A, B, S;
assign Out = (S) ? B : A;
endmodule
module Mux24bits(A,B,S,Out);
	input [22:0] A,B;
  output [23:0] Out;
  input S;
  genvar i;
  generate
  begin
    for(i = 0 ; i < 23;i = i + 1)
      MUX21 M(A[i],B[i],S,Out[i]);
    end
  endgenerate
  assign Out[23]=1'b1;
endmodule
module MUX8bits(A,B,S,Out);
	input [7:0] A,B;
  output [7:0] Out;
  input S;
  genvar j;
  generate 
    for ( j = 0; j <= 7; j = j + 1) begin
     MUX21 M(A[j],B[j],C,Out[j]);
    end
  endgenerate
endmodule
module HalfAdder(A,B,Sum,Cout);
    input A,B;
    output Sum, Cout;
    assign Sum = A ^ B;
    assign Cout = A & B;
endmodule
module FullAdder (A,B,Cin,Sum,Cout);
    input A,B,Cin;
    output Sum,Cout;
    assign Sum = A ^ B ^ Cin; 
    assign Cout = ((A ^ B) & Cin) | (A & B); 
endmodule
module TwosComplement #(parameter N = 24) (A,Out);
	input [N-1:0] A;
    output [N-1:0] Out;
    wire [N-1:0] MuxWire;
    genvar i;
    generate
    for(i = 0; i < N; i = i + 1) begin
        MUX21 MUX(1'b1, 1'b0, A[i], MuxWire[i]);
    end
    endgenerate
    wire [N-1:0] BorrowWire;
    HalfAdder HA(MuxWire[0],1'b1,Out[0],BorrowWire[0]);
	generate
	for(i = 1; i < N; i = i + 1) begin
		FullAdder FA(MuxWire[i],1'b0,BorrowWire[i-1],Out[i],BorrowWire[i]);
	end
	endgenerate
endmodule
module HalfSubtractor(A,B,D,Bout);
    input A, B;
    output D, Bout;
    assign D = A ^ B;
    assign Bout = (~A) & B;
endmodule
module FullSubtractor(A,B,Bin,D,Bout);
	input A, B, Bin; 
    output D, Bout;
    assign D = (A ^ B) ^ Bin;
    assign Bout = ((~A) & Bin) | (B & Bin)|| ((~A) & B);
endmodule
module Subtractor #(parameter N = 8) (A,B,D,Bout);
	input [N-1:0] A,B; 
    output [N-1:0] D;
    output Bout;
    wire [N-1:0] Borrows;
    assign Bout = Borrows[7];
    HalfSubtractor HS(A[0],B[0],D[0],Borrows[0]);
    genvar i;
    generate
        for(i = 1; i < N; i = i + 1)begin
            FullSubtractor FS(A[i], B[i], Borrows[i-1], D[i], Borrows[i]);
        end
    endgenerate
endmodule
module SubtractionResult #(parameter N = 32)(A,B,D,Borrow);
	input [N-1:0] A,B;
    output [N-1:0] D;
    output Borrow;  
    wire [N-1:0] D1;
    wire [N-1:0] D2;
    assign D = (Borrow == 1'b1) ? D1 : D2;
    Subtractor #(8) S(A,B,D1,Borrow);
    TwosComplement Complement(D1, D2);
endmodule
$ cat ./run.sh
#!/bin/bash
# OpenROAD 26Q1-2900-gdf79404cd8, Yosys 0.63+post, stock flow scripts
make -C /OpenROAD-flow-scripts/flow DESIGN_CONFIG=/design/flow/config.mk WORK_HOME=/design/flow/orfs finish
==> reports/results.ini <==
[sta]
min_period_ns=5.26
hold_viol_final=0
fin_ws_ns=-0.562
grt_setup_unrepaired=yes
setup_viol=24
fmax_mhz=190
slew_violations=0
post-route-period-util_pct=112

[global_route]
busiest_layer=met2
grt_start_max_net_pins=9
antenna_found_initial=0
grt_use_met1_pct=6.06
use_met2_pct=8.83
grtUsageMet3_pct=2.39
gr-total-overflow=0
grt_pass1_vias=633
grt_pass1_wl_mm=2.80
grtUsageTotal_pct=5.14

[detailed_routing]
ant_nets=0
route.detailed.drc=0
finalWirelength_mm=1.69
vias=528
wire_per_inst_um=10.6
antenna_cells=0
routed_via_density=3.32
drt_iter0_drc=3
first_pass_iters=2

[floorplanning]
dieArea_um2=6400
fp_util_pct=16.8
dieWidth_um=80
rows=21
io_pins=97
die_h_um=80
core_area_um2=3420

[job]
warnings=83
cap_violations=0

[placed_design]
pre_cts_ws_ns=-1.37
place.port_buffers=41
hpwlAfterDp_mm=1.39
dpl.cell_count=147
gp_congestion=0.709

[power]
peakVddDrop_mv=0.0609
p_leak_nw=0.569
power_density_nw_per_um2=154

[worst_hold_path]
min_from=B[0]
min_path_type=input pin to output port
whs_endpoint=D[1]
hold_depth=6

[final_layout]
regArea_um2=0
stdcell_count=159
syn2layout_area_growth_pct=95.9
ff_count=0
drive_gt1_share_pct=61.9
nFillCells=356
nClkBuffers=0
fin_util_pct=32.9

[outcome]
violations=negative setup slack
status=complete, but fails checks

[synth]
ys_warn_count=0
ys_sh_simple_pct=5.66
aoi_share_pct=6.10
syn_area_per_cell_um2=7.66
common_cells=buf_4, inv_1, ha_1
synth_cells=75
xor_area_share_pct=0
synth_cell_types=11
top_area_share_pct=31.4
ys_cells=75
postSynthSeqShare_pct=0
synth_top_cell_by_area=buf_4
synth.logic.top_family=buffers and inverters
synth.area.mux_share_pct=0
synthTopCellsByArea=buf_4, fa_1, ha_1, inv_1, o21ai_0
adder_share_pct=41.8
syn_area_um2=574
yosys-stat-area_um2=574
synthMostInstantiatedCell=buf_4

[worst_setup_path]
cp_max_fo=5
worstPathRequired_ns=3.76
critPathArrivalTime_ns=4.32
worstSetupEndpointType=output port
crit_type=input pin to output port
startpoint_type=input pin

==> through the flow <==
stage,total power (W),hold slack [ns],area [um2],TNS [ns]
2_1_floorplan,0.0000701,2.11,664,-5.39
3_3_place_gp,0.000138,2.95,972,-31.30
3_5_place_dp,0.000140,2.96,972,-31.68
4_1_cts,0.000161,2.44,1080,-17.29
5_1_grt,0.000195,2.48,1120,-13.61
6_report,0.000173,2.42,1120,-10.81
==> where the power goes <==
group / internal (W) / switching, W
clock network: 0 / 0
registers: 0 / 0
logic: 0.000107 / 0.0000667
total: 0.000107 / 0.0000667
==> layout make-up <==
cell class / instances / area (um2) / area share, %
timing repair buffer: 56 / 542 / 48.2
multi-input combinational: 38 / 439 / 39.0
inverter: 19 / 86.3 / 7.68
tap: 46 / 57.6 / 5.12
==> cells by family after synthesis <==
group	Yosys count
adder cells (fa/ha/maj)	15
AND/OR/NAND/NOR	8
AND-OR/OR-AND	7
buffers and inverters	44
other	1
==> layer usage <==
layer,wire length [um],share of wire (%)
met1,694,41
met2,799,47
met3,195,12
met4,0,0
met5,0,0
==> what timing repair did <==
action | 4_1_cts | 5_1_grt
gates resized | 123 | 21
gates cloned | 1 | 0
hold buffers | 0 | 0
pin swaps | 13 | 12
setup endpoints to repair | 24 | 24
setup buffers | 12 | 5
==> worst max path at each step <==
| stage | start | slack [ns] | cells after the start | end |
|---|---|---|---|---|
| after global routing | A[0] | -0.68 | 19 | D[23] |
| after CTS | A[0] | -0.85 | 20 | D[23] |
| final | A[0] | -0.56 | 19 | D[23] |
==> critical path, stage by stage <==
cell,delay [ns]
buf_8,0.11
inv_12,0.04
ha_4,0.11
inv_2,0.03
fa_2,0.32
fa_2,0.34
fa_2,0.34
fa_2,0.34
fa_2,0.34
inv_2,0.06
fa_2,0.18
inv_2,0.04
fa_2,0.52
inv_2,0.05
ha_4,0.15
nor2_4,0.09
buf_6,0.12
buf_8,0.11
buf_6,0.08
==> cells in the final DEF, fill, tap and decap left out, types with 2 or more instances in the layout <==
master           instances
ha_1                     6
ha_4                     2
fa_2                     7
nand2_4                  2
buf_2                   11
inv_1                   13
conb_1                   8
buf_8                    2
clkdlybuf4s50_1         13
buf_4                    2
buf_6                   26
o21ai_2                  6
nand2_2                  4
inv_2                    4
Power is estimated from default activity; no workload was simulated.
