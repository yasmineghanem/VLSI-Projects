**/design/flow/run.sh**
```bash
#!/bin/bash
# OpenROAD 26Q1-2900-gdf79404cd8, Yosys 0.63+post, stock flow scripts
make -C /OpenROAD-flow-scripts/flow DESIGN_CONFIG=/design/flow/config.mk WORK_HOME=/design/flow/orfs finish
```
**/design/flow/constraint.sdc**
```tcl
current_design PlusAdder

set clk_period 21.2
set clk_io_pct 0.2

create_clock -name clk0 -period $clk_period

set non_clock_inputs [all_inputs -no_clocks]
set_input_delay [expr $clk_period * $clk_io_pct] -clock clk0 $non_clock_inputs
set_output_delay [expr $clk_period * $clk_io_pct] -clock clk0 [all_outputs]
```
**/design/flow/config.mk**
```make
export PLATFORM = sky130hd
export DESIGN_NAME = PlusAdder
export DESIGN_NICKNAME = PlusAdder
export VERILOG_FILES = /design/flow/design.v
export SDC_FILE = /design/flow/constraint.sdc
export NUM_CORES = 4
export LEC_CHECK = 1
export CORE_AREA = 10 10 98 98
export DIE_AREA = 0 0 108 108
export SYNTH_HDL_FRONTEND = slang
```
**/design/flow/design.v**
```verilog
module PlusAdder #(parameter N = 32) (A,B,Sum,Cout,Overflow);
input signed [N-1:0] A,B;
output signed [N-1:0] Sum;
output Cout,Overflow;
assign {Cout,Sum}  = A + B;
assign Overflow = (A[N-1] == B[N-1] && (Sum[N-1] != A[N-1]))? 1 : 0;
endmodule
```
==> impl_metrics.json <==
{
  "run_status": "completed",
  "grt_pass1_wl_um": 10400,
  "ys_sh_adder": 0.234,
  "grt_max_degree": 10,
  "critPathRequiredTime_ns": 16.96,
  "cellLeakagePower_nw": 1.16,
  "yosysChipArea_mm2": 0.00179,
  "grt_pass1_vias": 2212,
  "ys_seq_share": 0,
  "core_area_mm2": 0.00765,
  "hpwl_um": 5670,
  "hold_violations": 0,
  "startpoint_type": "primary input",
  "max_freq_ghz": 0.0873,
  "die_w_um": 108,
  "topCellsByArea": "ha_1 (22%), a21oi_1 (9.8%), xnor2_1 (7.8%), xor2_1 (6.8%), o21ai_0 (5.6%)",
  "antenna_found_initial": 0,
  "period_used_share": 0.541,
  "warning_count": 32,
  "nClkBuffers": 0,
  "ir_worst_vdd_mv": 0.0176,
  "hp-class": "primary input to primary output",
  "mi_logic_area_mm2": 0.00172,
  "setup_tns_ns": 0,
  "min_period_ns": 11.46,
  "synthCells": 251,
  "timing.hold.ws_ns": 9.51,
  "cap_violations": 0,
  "crit_fanout": 4,
  "top_cell_area_share": 0.223,
  "top_area_cell": "ha_1",
  "drc": 0,
  "dieArea_mm2": 0.0117,
  "avgSynthCellArea_um2": 7.15,
  "post-cts-setup-buffer-count": 0,
  "rows": 32,
  "worst_slew_pin_slew_ns": 0.415,
  "path_class": "primary input to primary output",
  "area_growth_pct": 59.9,
  "setup_viol": 0,
  "grt_use_total": 0.104,
  "synth_cell_types": 46,
  "top_logic_kind": "AND-OR/OR-AND gates",
  "rsz0062_at_grt": "no",
  "simple_gate_share": 0.165,
  "wl_per_cell_um": 14.2,
  "power_density_mw_per_mm2": 33.3,
  "cts_resized": 0,
  "vias": 2161,
  "ys_sh_mux": 0.00558,
  "diodes": 0,
  "layout-drive-gt1-share": 0.0525,
  "ff_count": 0,
  "drt_iter0_drc": 76,
  "overflow": 0,
  "xor_area_frac": 0.146,
  "cp_data_arrival_time_ns": 7.22,
  "io_pins": 98,
  "slew_viol_final": 0,
  "ys_cells": 251,
  "place_congestion": 0.872,
  "via_per_inst": 4.86,
  "nFillCells": 787,
  "seqCellArea_um2": 0,
  "layout_top_cell": "clkdlybuf4s50_1",
  "first_pass_iters": 4,
  "yosys_warnings": 0,
  "endpoint_kind": "primary output",
  "final_cell_mix": "clkdlybuf4s50_1 (98), a21oi_1 (35), ha_1 (32), nand2_1 (26), o21ai_0 (20)",
  "ant_nets": 0,
  "die_h_um": 108,
  "portBuffers": 98,
  "max_slew_margin": 0.720,
  "synth_area_mm2": 0.00179,
  "ys_sh_aoi": 0.407,
  "drt-total-wl_um": 6330,
  "fp_util": 0.235,
  "cts_hold_buf": 0
}
## routing by layer
layer	vias up	GRT usage	part of all wire
met5	-	0	0
met1	972	0.139	0.45
met4	0	0.00573	0.0055
met3	2	0.0157	0.058
met2	65	0.181	0.48
li1	1122	-	-
## layout make-up
class / instances / share of cell area
inverters: 11 / 0.0144
multi-input cells: 234 / 0.599
well taps: 102 / 0.0445
repair buffers: 98 / 0.342
## final timing paths
kind              slack [ns]  cells after the start  start       to
setup / recovery        9.74                     11   A[0]  Sum[24]
hold / removal          9.51                      3   B[0]   Sum[0]
## logic make-up (layout without fill, tap and decap cells)
kind of cell    after synthesis  in the layout
xor+xnor                     30             30
buf+inv                      17            109
mux                           1              1
compound gates              104            104
fa+ha+maj                    33             33
simple gates                 66             66
## report_power, final
part	internal [mW]	total, mW	switching [mW]
sequential	0	0	0
clock	0	0	0
combinational	0.0563	0.0956	0.0393
total	0.0563	0.0956	0.0393
## critical path, cell delays in order
cell and delay, ns:
clkdlybuf4s50_1 0.40, ha_1 0.24, fa_1 0.44, a211oi_2 0.30, o211ai_2 0.16, a31oi_4 0.25, o211ai_2 0.16, a21oi_2 0.26
o221ai_2 0.14, xor2_1 0.14, clkdlybuf4s50_1 0.48
## cell usage after synthesis (all sizes together), types with 2 or more instances
cell type / instances
a21oi: 36
ha: 32
nand2: 26
o21ai: 25
nor2: 16
xnor2: 16
xor2: 14
inv: 11
a21o: 10
o211ai: 7
a31oi: 6
nor3: 6
nand4: 5
a211oi: 4
nand2b: 4
nand3: 4
and3: 3
buf: 3
clkbuf: 3
a21boi: 2
nor2b: 2
o2111ai: 2
o221ai: 2
o31ai: 2
## stage by stage
stage / std cells / power, mW / worst slack, ns / area, um^2 / util
after floorplan: 251 / 0.0461 / 10.86 / 1790 / -
after global placement: 445 / 0.0972 / 9.77 / 2870 / 0.375
after detailed placement: 445 / 0.0967 / 9.72 / 2870 / 0.375
after CTS: 445 / 0.0976 / 9.71 / 2870 / 0.375
after global routing: 445 / 0.107 / 9.49 / 2870 / 0.375
final: 445 / 0.0956 / 9.74 / 2870 / 0.375
Power and IR drop assume default switching activity.
